==> flow/config.mk <==
export PLATFORM = sky130hd
export DESIGN_NAME = exp_high_precision_wrapper
export DESIGN_NICKNAME = exp_high_precision_wrapper
export VERILOG_FILES = /design/flow/design.v
export SDC_FILE = /design/flow/constraint.sdc
export NUM_CORES = 4
export LEC_CHECK = 1
export CORE_UTILIZATION = 50
==> flow/constraint.sdc <==
current_design exp_high_precision_wrapper

set clk_period 39.2
set clk_io_pct 0.2

create_clock -name clk0 -period $clk_period [get_ports {clk}]

set non_clock_inputs [all_inputs -no_clocks]
set_input_delay [expr $clk_period * $clk_io_pct] -clock clk0 $non_clock_inputs
set_output_delay [expr $clk_period * $clk_io_pct] -clock clk0 [all_outputs]
==> flow/design.v <==
`timescale 1ns / 1ps
module exp_fixed_point_cordic_24_40 (
    input wire clk,
    input wire rst_n,
    input wire signed [63:0] x_in,        
    input wire               x_in_valid,
    output reg               x_in_ready,
    output reg signed [63:0] exp_out,     
    output reg               output_valid,
    input wire               output_ready
);
    parameter ITERATIONS = 40;
    parameter signed [63:0] HYPERBOLIC_INV_GAIN = 64'h000001350DF25916;
    localparam [1:0] IDLE    = 2'b00;
    localparam [1:0] COMPUTE = 2'b01;
    localparam [1:0] VALID   = 2'b10;
    reg [1:0] current_state, next_state;
    reg signed [63:0] x_reg, y_reg, z_reg;
    reg signed [63:0] x_next, y_next, z_next;
    reg [5:0] i;              
    reg       repeat_flag;    
    reg signed [63:0] current_atan;
    always @(*) begin
        case (i)
            6'd1:  current_atan = 64'h0000008c9f53d553;  
            6'd2:  current_atan = 64'h000000416629982d;  
            6'd3:  current_atan = 64'h0000002020c90fda;  
            6'd4:  current_atan = 64'h00000010055755bc;  
            6'd5:  current_atan = 64'h0000000800ab5560;  
            6'd6:  current_atan = 64'h0000000400155557;  
            6'd7:  current_atan = 64'h000000020002aaab;  
            6'd8:  current_atan = 64'h0000000100005555;  
            6'd9:  current_atan = 64'h0000000080000aaa;  
            6'd10: current_atan = 64'h0000000040000155;  
            6'd11: current_atan = 64'h000000002000002a;  
            6'd12: current_atan = 64'h0000000010000005;  
            6'd13: current_atan = 64'h0000000008000000;  
            6'd14: current_atan = 64'h0000000004000000;  
            6'd15: current_atan = 64'h0000000002000000;  
            6'd16: current_atan = 64'h0000000001000000;  
            6'd17: current_atan = 64'h0000000000800000;  
            6'd18: current_atan = 64'h0000000000400000;  
            6'd19: current_atan = 64'h0000000000200000;  
            6'd20: current_atan = 64'h0000000000100000;  
            6'd21: current_atan = 64'h0000000000080000;  
            6'd22: current_atan = 64'h0000000000040000;  
            6'd23: current_atan = 64'h0000000000020000;  
            6'd24: current_atan = 64'h0000000000010000;  
            6'd25: current_atan = 64'h0000000000008000;  
            6'd26: current_atan = 64'h0000000000004000;  
            6'd27: current_atan = 64'h0000000000002000;  
            6'd28: current_atan = 64'h0000000000001000;  
            6'd29: current_atan = 64'h0000000000000800;  
            6'd30: current_atan = 64'h0000000000000400;  
            6'd31: current_atan = 64'h0000000000000200;  
            6'd32: current_atan = 64'h0000000000000100;  
            6'd33: current_atan = 64'h0000000000000080;  
            6'd34: current_atan = 64'h0000000000000040;  
            6'd35: current_atan = 64'h0000000000000020;  
            6'd36: current_atan = 64'h0000000000000010;  
            6'd37: current_atan = 64'h0000000000000008;  
            6'd38: current_atan = 64'h0000000000000004;  
            6'd39: current_atan = 64'h0000000000000002;  
            6'd40: current_atan = 64'h0000000000000001;  
            default: current_atan = 64'b0;
        endcase
    end
    always @(*) begin
        case (current_state)
            IDLE:    next_state = (x_in_valid && x_in_ready) ? COMPUTE : IDLE;
            COMPUTE: begin
                if (i == ITERATIONS && repeat_flag)
                    next_state = VALID;
                else
                    next_state = COMPUTE;
            end
            VALID:   next_state = output_ready ? IDLE : VALID;
            default: next_state = IDLE;
        endcase
    end
    always @(posedge clk or negedge rst_n) begin
        if (!rst_n) begin
            current_state <= IDLE;
            x_in_ready    <= 1'b1;
            output_valid  <= 1'b0;
            x_reg         <= 64'b0;
            y_reg         <= 64'b0;
            z_reg         <= 64'b0;
            exp_out       <= 64'b0;
            i             <= 6'd1;
            repeat_flag   <= 1'b0;
        end else begin
            current_state <= next_state;
            case (current_state)
                IDLE: begin
                    x_in_ready   <= 1'b1;
                    output_valid <= 1'b0;
                    i            <= 6'd1; 
                    repeat_flag  <= 1'b0;
                    if (x_in_valid && x_in_ready) begin
                        x_in_ready <= 1'b0;
                        x_reg <= HYPERBOLIC_INV_GAIN;
                        y_reg <= 64'b0;
                        z_reg <= x_in; 
                    end
                end
                COMPUTE: begin
                    if (z_reg >= 0) begin
                        x_next = x_reg + (y_reg >>> i);
                        y_next = y_reg + (x_reg >>> i);
                        z_next = z_reg - current_atan;
                    end else begin
                        x_next = x_reg - (y_reg >>> i);
                        y_next = y_reg - (x_reg >>> i);
                        z_next = z_reg + current_atan;
                    end
                    x_reg <= x_next;
                    y_reg <= y_next;
                    z_reg <= z_next;
                    if ((i == 4 || i == 13 || i == 22 || i == 31 || i == 40) && !repeat_flag) begin
                        repeat_flag <= 1'b1;
                    end else begin
                        repeat_flag <= 1'b0;
                        i <= i + 6'd1;
                    end
                end
                VALID: begin
                    output_valid <= 1'b1;
                    exp_out <= x_reg + y_reg;
                end
            endcase
        end
    end
endmodule
`timescale 1ns / 1ps
module exp_high_precision_wrapper (
    input wire clk,
    input wire rst_n,
    input wire signed [63:0] x_in,         
    input wire               x_in_valid,
    output reg               x_in_ready,
    output reg signed [63:0] exp_out,      
    output reg               output_valid,
    input wire               output_ready
);
    localparam signed [63:0] LN2 = 64'h000000B17217F7D1;
    localparam signed [63:0] INV_LN2 = 64'h00000171547652B8;
    localparam [2:0] IDLE        = 3'd0;
    localparam [2:0] CALC_K      = 3'd1; 
    localparam [2:0] CALC_R      = 3'd2; 
    localparam [2:0] CALL_CORDIC = 3'd3; 
    localparam [2:0] WAIT_CORE   = 3'd4; 
    localparam [2:0] SHIFT_RES   = 3'd5; 
    localparam [2:0] DONE        = 3'd6; 
    reg [2:0] state;
    reg signed [63:0] k_val;          
    reg signed [63:0] r_val;          
    reg signed [63:0] core_in;
    reg               core_in_valid;
    wire              core_in_ready;
    wire signed [63:0] core_out;
    wire              core_out_valid;
    reg               core_out_ready;
    reg signed [127:0] mult_temp; 
    exp_fixed_point_cordic_24_40 cordic_core (
        .clk(clk),
        .rst_n(rst_n),
        .x_in(core_in),
        .x_in_valid(core_in_valid),
        .x_in_ready(core_in_ready),
        .exp_out(core_out),
        .output_valid(core_out_valid),
        .output_ready(core_out_ready)
    );
    always @(posedge clk or negedge rst_n) begin
        if (!rst_n) begin
            state <= IDLE;
            x_in_ready <= 1'b1;
            output_valid <= 1'b0;
            exp_out <= 64'd0;
            k_val <= 64'd0;
            r_val <= 64'd0;
            core_in_valid <= 1'b0;
            core_out_ready <= 1'b0;
            core_in <= 64'd0;
        end else begin
            case (state)
                IDLE: begin
                    x_in_ready <= 1'b1;
                    output_valid <= 1'b0;
                    if (x_in_valid && x_in_ready) begin
                        x_in_ready <= 1'b0;
                        r_val <= x_in; 
                        state <= CALC_K;
                    end
                end
                CALC_K: begin
                    mult_temp = r_val * INV_LN2;
                    k_val <= (mult_temp + $signed(128'd1 << 79)) >>> 80;
                    state <= CALC_R;
                end
                CALC_R: begin
                    mult_temp = k_val * LN2;
                    r_val <= r_val - mult_temp[63:0];
                    state <= CALL_CORDIC;
                end
                CALL_CORDIC: begin
                    core_in <= r_val;
                    core_in_valid <= 1'b1;
                    if (core_in_ready) begin
                        state <= WAIT_CORE;
                    end
                end
                WAIT_CORE: begin
                    core_in_valid <= 1'b0;
                    core_out_ready <= 1'b1;
                    if (core_out_valid) begin
                        r_val <= core_out; 
                        state <= SHIFT_RES;
                    end
                end
                SHIFT_RES: begin
                    core_out_ready <= 1'b0;
                    if (k_val >= 0) begin
                        exp_out <= r_val <<< k_val;
                    end else begin
                        exp_out <= r_val >>> (-k_val);
                    end
                    state <= DONE;
                end
                DONE: begin
                    output_valid <= 1'b1;
                    if (output_ready) begin
                        state <= IDLE;
                    end
                end
            endcase
        end
    end
endmodule
==> flow/run.sh <==
#!/bin/bash
# OpenROAD 26Q1-2900-gdf79404cd8, Yosys 0.63+post, stock flow scripts
make -C /OpenROAD-flow-scripts/flow DESIGN_CONFIG=/design/flow/config.mk WORK_HOME=/design/flow/orfs finish
==> results_dict.tcl <==
# implementation run metrics
set metrics [dict create \
    status "finished clean" \
    synth_area_mm2 0.118 \
    syn-mean-instance-area_um2 8.92 \
    ys.flops 498 \
    hold_ws_ns 0.482 \
    holdPathStages 1 \
    path_common_cell "inv_1" \
    ys_seq_share_pct 10.6 \
    start_kind "register" \
    cts_tree "built" \
    critical_path.max_stage_delay_ns 0.92 \
    r2r_cells 33 \
    grt_max_degree 108 \
    setup_tns_ns 0 \
    cts_resized 0 \
    port_buffers 133 \
    yosysWarnings 2 \
    grt_pass1_vias 104000 \
    setup_viol 0 \
    hold-path-endpoint "exp_out[23]" \
    async_reset_ff_share_pct 100 \
    ys_types 98 \
    top_cells_by_count "inv_1 (2,671), fa_1 (1,553), ha_1 (1,316)" \
    nFillCells 20700 \
    synth.most_common_cell "inv_1" \
    drt_wl_total_um 530000 \
    fin_crit_sh_pct 28.3 \
    arrival_ns 11.64 \
    cts_num_sinks 498 \
    pre_cts_ws_ns 28.49 \
    layout_min_cycle_time_ns 11.08 \
    io_pins 134 \
    place.gp.congestion 1.17 \
    row_count 177 \
    drc 0 \
    holdBufCountCts 0 \
    ys_cells 13200 \
    clkLatencyLatePin_ns 0.78 \
    cts.reportedPaths.clkPinSlew_ns 0.09 \
    die_h_um 487 \
    vias_per_cell 6.21 \
    postCtsSetupBuffers 0 \
    synthTopCellsByArea "fa_1 (26%), ha_1 (14%), dfrtp_1 (10%)" \
    fp_util_pct 50.5 \
    cpMaxStageDelayCell "fa_1" \
    timing.final.ws_setup_ns 28.12 \
    die_w_um 487 \
    postSynthCellCount 13200 \
    multiInputGateArea_mm2 0.0932 \
    grt_pass1_wl_um 758000 \
    max-cap-violations 0 \
    timing.fmax_mhz 90.3 \
    regArea_mm2 0.0125 \
    drive_above_1_share_pct 8.05 \
    drtAntennaViolNets 0 \
    tool_warnings 101 \
    yosys.area.top_type_share_pct 26.4 \
    worst-path-buf-inv 11 \
    skew_ns 0.0546 \
    slew_headroom_pct 8.34 \
    drt-initial-drc-count 8828 \
    cp-end-kind "register" \
    h-tree-depth 3 \
    clock-root-buffer "clkbuf_16" \
    slew_viol_final 0 \
    core_mm2 0.233 \
    hold_viol 0 \
    chip_area_mm2 0.237 \
    rsz0062_at_grt "false" \
    crit_required_ns 39.76 \
    cts_made_buffers 70 \
    routedWlPerCell_um 32.3 \
    grt.total_usage_pct 48.2 \
    yosys.area.top_type "fa_1" \
    synth_chip_area_mm2 0.118 \
    vias 102000 \
    max_slew.worst_pin.slew_ns 1.36 \
    crit_family "adder cells" \
    critPathKind "reg2reg" \
    overflow 0 \
    hp-start "exp_out[23]" \
    antenna_found_initial 22 \
    reg2reg_to "k_val[25]" \
    synth-edff-count 0 \
    dpl.hpwl_um 434000 \
    cp_max_fo 13 \
    holdCritPathClass "reg2reg" \
    r2r_setup_slack_ns 28.12 \
    cts_buffer_depth 3 \
    firstDrtPassIters 8 \
    reg2reg_from "r_val[8]" \
    flop_cell "dfrtp_1" \
    area_growth_pct 7.11 \
]
-- worst reg2reg max path, delay by kind of cell, from the launching register on --
| kind | cells | cell delay (ns) |
|---|---|---|
| buffers and inverters | 11 | 2.05 |
| AND-OR/OR-AND | 5 | 1.39 |
| AND/OR/NAND/NOR | 8 | 2.42 |
| flip-flops | 1 | 0.64 |
| adder cells (fa/ha/maj) | 9 | 4.42 |
-- worst max-delay path by stage --
stage	cells after the start	slack, ns	from	to
5_1_grt	33	27.89	r_val[8]	k_val[25]
4_1_cts	33	28.41	r_val[8]	k_val[25]
6_report	33	28.12	r_val[8]	k_val[25]
-- area by class of cell --
class	instances	share of cell area, %
Multi-Input combinational cell	9493	73.9
Sequential cell	498	9.94
Inverter	2680	7.99
Tap cell	3132	3.11
Timing Repair Buffer	456	3.01
Clock buffer	86	1.51
Clock inverter	43	0.473
Antenna cell	21	0.0417
-- cell usage in the layout, fill, tap and decap left out, types with 210 or more instances in the layout --
cell type	n
dfrtp_1	473
inv_1	2669
o21ai_0	610
mux2_2	210
buf_4	319
mux4_2	264
fa_1	1553
a21oi_1	875
mux2i_1	317
nor2_1	639
xnor2_1	340
a21o_1	265
nand2_1	935
ha_1	1315
-- cells by family (layout without fill, tap and decap cells) --
| logic type | after synthesis | after routing | synth area share [%] |
|---|---|---|---|
| buf+inv | 3208 | 3265 | 10.3 |
| fa+ha+maj | 2869 | 2869 | 40.4 |
| compound gates | 2815 | 2815 | 15.2 |
| simple gates | 2474 | 2474 | 9.66 |
| mux | 792 | 792 | 9.78 |
| xor+xnor | 543 | 543 | 4.04 |
| flops | 498 | 498 | 10.6 |
| other cells | 0 | 21 | 0 |
-- through the flow --
step | utilization (%) | instances | instance area [µm²]
3_5_place_dp | 53.0 | 16300 | 123000
6_report | 54.1 | 16400 | 126000
2_1_floorplan | - | 13200 | 118000
3_3_place_gp | 53.0 | 16300 | 123000
4_1_cts | 54.0 | 16400 | 126000
5_1_grt | 54.0 | 16400 | 126000
-- routing by layer --
metal	vias to the layer above	track usage [%]	wire length, µm
li1	44300	-	-
met1	49200	60.7	190000
met2	6903	61.4	206000
met3	1405	31.8	88900
met4	88	27.7	41900
met5	-	12.2	3450
