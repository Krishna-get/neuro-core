[flow/design.v]
`timescale 1ns / 1ps
module exp_fixed_point_negative_optimized (
    input wire clk,
    input wire rst_n,
    input wire signed [63:0] x_in,        
    input wire               x_in_valid,
    output reg               x_in_ready,
    output reg signed [63:0] exp_out,     
    output reg               output_valid,
    input wire               output_ready
);
    parameter ITERATIONS = 40;
    parameter signed [63:0] HYPERBOLIC_INV_GAIN = 64'h000001350DF25916;
    localparam [1:0] IDLE    = 2'b00;
    localparam [1:0] COMPUTE = 2'b01;
    localparam [1:0] VALID   = 2'b10;
    reg [1:0] current_state, next_state;
    reg signed [63:0] x_reg, y_reg, z_reg;
    reg signed [63:0] x_next, y_next, z_next;
    reg [5:0] i;             
    reg       repeat_flag;   
    reg signed [63:0] current_atan;
    always @(*) begin
        case (i)
            6'd1:  current_atan = 64'h0000008c9f53d553;  
            6'd2:  current_atan = 64'h000000416629982d;  
            6'd3:  current_atan = 64'h0000002020c90fda;  
            6'd4:  current_atan = 64'h00000010055755bc;  
            6'd5:  current_atan = 64'h0000000800ab5560;  
            6'd6:  current_atan = 64'h0000000400155557;  
            6'd7:  current_atan = 64'h000000020002aaab;  
            6'd8:  current_atan = 64'h0000000100005555;  
            6'd9:  current_atan = 64'h0000000080000aaa;  
            6'd10: current_atan = 64'h0000000040000155;  
            6'd11: current_atan = 64'h000000002000002a;  
            6'd12: current_atan = 64'h0000000010000005;  
            6'd13: current_atan = 64'h0000000008000000;  
            6'd14: current_atan = 64'h0000000004000000;  
            6'd15: current_atan = 64'h0000000002000000;  
            6'd16: current_atan = 64'h0000000001000000;  
            6'd17: current_atan = 64'h0000000000800000;  
            6'd18: current_atan = 64'h0000000000400000;  
            6'd19: current_atan = 64'h0000000000200000;  
            6'd20: current_atan = 64'h0000000000100000;  
            6'd21: current_atan = 64'h0000000000080000;  
            6'd22: current_atan = 64'h0000000000040000;  
            6'd23: current_atan = 64'h0000000000020000;  
            6'd24: current_atan = 64'h0000000000010000;  
            6'd25: current_atan = 64'h0000000000008000;  
            6'd26: current_atan = 64'h0000000000004000;  
            6'd27: current_atan = 64'h0000000000002000;  
            6'd28: current_atan = 64'h0000000000001000;  
            6'd29: current_atan = 64'h0000000000000800;  
            6'd30: current_atan = 64'h0000000000000400;  
            6'd31: current_atan = 64'h0000000000000200;  
            6'd32: current_atan = 64'h0000000000000100;  
            6'd33: current_atan = 64'h0000000000000080;  
            6'd34: current_atan = 64'h0000000000000040;  
            6'd35: current_atan = 64'h0000000000000020;  
            6'd36: current_atan = 64'h0000000000000010;  
            6'd37: current_atan = 64'h0000000000000008;  
            6'd38: current_atan = 64'h0000000000000004;  
            6'd39: current_atan = 64'h0000000000000002;  
            6'd40: current_atan = 64'h0000000000000001;  
            default: current_atan = 64'b0;
        endcase
    end
    always @(posedge clk or negedge rst_n) begin
        if (!rst_n) begin
            current_state <= IDLE;
            x_in_ready    <= 1'b1;
            output_valid  <= 1'b0;
            x_reg         <= 64'b0;
            y_reg         <= 64'b0;
            z_reg         <= 64'b0;
            exp_out       <= 64'b0;
            i             <= 6'd1;
            repeat_flag   <= 1'b0;
        end else begin
            case (current_state)
                IDLE: begin
                    x_in_ready   <= 1'b1;
                    output_valid <= 1'b0;  
                    i            <= 6'd1; 
                    repeat_flag  <= 1'b0;
                    if (x_in_valid && x_in_ready) begin
                        x_in_ready <= 1'b0;
                        current_state <= COMPUTE;
                        x_reg <= HYPERBOLIC_INV_GAIN;
                        y_reg <= 64'b0;
                        z_reg <= x_in; 
                    end
                end
                COMPUTE: begin
                    if (z_reg >= 0) begin
                        x_next = x_reg + (y_reg >>> i);
                        y_next = y_reg + (x_reg >>> i);
                        z_next = z_reg - current_atan;
                    end else begin
                        x_next = x_reg - (y_reg >>> i);
                        y_next = y_reg - (x_reg >>> i);
                        z_next = z_reg + current_atan;
                    end
                    x_reg <= x_next;
                    y_reg <= y_next;
                    z_reg <= z_next;
                    if ((i == 4 || i == 13 || i == 22 || i == 31 || i == 40) && !repeat_flag) begin
                        repeat_flag <= 1'b1;
                    end else begin
                        repeat_flag <= 1'b0;
                        if (i == ITERATIONS) begin
                            current_state <= VALID;
                        end else begin
                            i <= i + 6'd1;
                        end
                    end
                end
                VALID: begin
                    output_valid <= 1'b1;         
                    exp_out <= x_reg + y_reg;
                    if (output_ready) begin
                        current_state <= IDLE;    
                    end
                end
            endcase
        end
    end
endmodule
[flow/run.sh]
#!/bin/bash
# OpenROAD 26Q1-2900-gdf79404cd8, Yosys 0.63+post, stock flow scripts
make -C /OpenROAD-flow-scripts/flow DESIGN_CONFIG=/design/flow/config.mk WORK_HOME=/design/flow/orfs finish
[flow/config.mk]
export PLATFORM = sky130hd
export DESIGN_NAME = exp_fixed_point_negative_optimized
export DESIGN_NICKNAME = exp_fixed_point_negative_optimized
export VERILOG_FILES = /design/flow/design.v
export SDC_FILE = /design/flow/constraint.sdc
export NUM_CORES = 4
export LEC_CHECK = 1
export CORE_UTILIZATION = 50
[flow/constraint.sdc]
current_design exp_fixed_point_negative_optimized

set clk_period 37.0
set clk_io_pct 0.2

create_clock -name clk0 -period $clk_period [get_ports {clk}]

set non_clock_inputs [all_inputs -no_clocks]
set_input_delay [expr $clk_period * $clk_io_pct] -clock clk0 $non_clock_inputs
set_output_delay [expr $clk_period * $clk_io_pct] -clock clk0 [all_outputs]
==> results.yml <==
# generated from flow reports
global_route:
  met3_usage_pct: 17.9
  antenna_found_initial: 6
  use_met1_pct: 59.0
  track_usage_pct: 43.1
  met2_usage_pct: 60.1
  grt_max_degree: 130
  grt_pass1_vias: 38170
  overflow: 0
  grt_pass1_wl_mm: 254
  global_route.peak_usage_layer: "met2"
floorplan:
  die_y_microns: 285
  fp_util_pct: 50.7
  die_w_microns: 285
  rows: 103
  dieArea_sq_um: 81400
  io_pins: 134
  core_sq_um: 79100
placement:
  place_hpwl_mm: 132
  gp_congestion: 1.13
  placed_cell_area_sq_um: 42500
  port_buffers: 133
yosys:
  ys.flop_type: "dfrtp_1"
  syn_avg_cell_area_sq_um: 8.25
  syn-instance-count: 4861
  synth-async-reset-ratio_pct: 100
  ys_chip_area_sq_um: 40100
  largest_area_cell: "dfrtp_1"
  top_cells_by_count: "nand2_1, o21ai_0, a21oi_1"
  topCellsByArea: "dfrtp_1, mux4_2, ha_1, o21ai_0, a21oi_1"
  synth_stat.cells: 4861
  ys_types: 106
  syn_area_sq_um: 40100
  ys.flops: 268
  edf_count: 0
  synth_seq_share_pct: 16.7
  top_cell: "nand2_1"
  synth_warnings: 1
  top_area_share_pct: 16.5
critical_path:
  cp.buffers_inverters: 5
  end_kind: "register"
  critical_path_required_ps: 37430
  critPathMaxStageDelay_ps: 1180
  crit_slowest_cell: "a221oi_1"
  criticalPathCategory: "register to register"
  critical-path-top-delay-family: "AND-OR/OR-AND gates"
  worst_ep_arrival_time_ps: 11350
  crit_fanout: 47
  crit_path_start_kind: "register"
finish:
  finalInstanceArea_sq_um: 43700
  utilization_pct: 55.2
  syn2layout_area_growth_pct: 8.83
  n_fill_cell: 7309
  layout-drive-gt1-share_pct: 11.8
flow_run:
  stage_log_warnings: 71
  maxCapViolations: 0
drt:
  wl_per_cell_microns: 29.0
  drt_iter0_markers: 3832
  via_per_inst: 6.85
  drt_first_pass_iters: 7
  route.vias.total: 40643
  drc: 0
  drt-total-wl_mm: 172
  final_antenna_net_count: 0
clock_tree:
  cts_setup_buffers: 0
  tritoncts: "built"
  cts_root_buf: "clkbuf_16"
  cts_sinks: 268
  ctsResizeCount: 0
  clkTransAtPathRegs_ps: 60
  postCtsHoldBufs: 0
  htreeDepth: 2
  insertion_delay_ps: 580
  cts_buffers: 35
  clock_path_buffers: 3
outcome:
  status: "finished, final reports clean"
timing:
  rsz0062_at_grt: "false"
  hold_viol: 0
  worst_pin_slew_ps: 1440
  setup_viol: 0
  fmaxAchievable_ghz: 0.0916
  min_period_ps: 10920
  fin_skew_ps: 25.8
  setup_tns_ps: 0
  fin_crit_sh_pct: 29.5
  max_slew_margin_pct: 3.59
  final-max-slew-violation-count: 0
power:
  power_mw: 4.57
  p_leak_nw: 19.0
  power_density_nw_per_um2: 105
  vdd_drop_max_mv: 0.0789
hold_path:
  hold_path.class: "register to register"
==> logic make-up after synthesis <==
group	synth area share (%)
flip-flops	16.7
XOR/XNOR	8.34
adder cells (fa/ha/maj)	9.49
multiplexers	19.1
AND/OR/NAND/NOR	16.7
buffers and inverters	4.19
AND-OR/OR-AND	25.4
==> layout by cell type (no fill, tap or decap), types with 40 or more instances in the layout <==
cell	instances
buf_4	121
a31oi_1	46
nand2b_1	66
nor3_1	55
nand3_1	87
nor2b_1	52
nor2_1	297
xnor2_1	232
mux2_2	131
nand4_1	55
and3_1	40
inv_1	78
dfrtp_1	257
xor2_1	150
a21o_1	184
mux4_2	174
o22ai_1	48
ha_1	298
o21a_1	42
o31ai_1	49
nand2_1	540
clkdlybuf4s50_1	132
mux2i_1	201
o21bai_1	44
o21ai_0	458
a21oi_1	406
==> path summary, 6_finish.rpt <==
| kind | start | end | slack, ps | depth (start not counted) |
|---|---|---|---|---|
| worst max-delay path | i[0]$_DFFE_PN1P_ | x_reg[53]$_DFFE_PN0P_ | 26080 | 28 |
| worst min-delay path | z_reg[0]$_DFFE_PN0P_ | z_reg[0]$_DFFE_PN0P_ | 490 | 2 |
| worst max register to register | i[0]$_DFFE_PN1P_ | x_reg[53]$_DFFE_PN0P_ | 26080 | 28 |
| worst min register to register | z_reg[0]$_DFFE_PN0P_ | z_reg[0]$_DFFE_PN0P_ | 490 | 2 |
| max in group asynchronous | rst_n | exp_out[57]$_DFFE_PN0P_ | 28080 | 4 |
| min in group asynchronous | rst_n | exp_out[10]$_DFFE_PN0P_ | 6730 | 1 |
==> where the power goes <==
part,total [mW],switching [mW],internal (mW)
clock,0.367,0.146,0.220
sequential,0.719,0.290,0.429
combinational,3.48,2.02,1.46
total,4.57,2.45,2.11
==> layout make-up <==
class / instances / area, sq um / share of cell area [%]
Clock buffer: 50 / 1060 / 2.44
Inverter: 86 / 328 / 0.751
Antenna cell: 1 / 2.50 / 0.00573
Sequential cell: 268 / 6740 / 15.4
Timing Repair Buffer: 258 / 2290 / 5.26
Clock inverter: 11 / 135 / 0.309
Tap cell: 1050 / 1310 / 3.01
Multi-Input combinational cell: 4209 / 31800 / 72.8
==> layer usage <==
| metal | share of wire (%) | vias up |
|---|---|---|
| met5 | 0.30 | - |
| met4 | 5.7 | 16 |
| met3 | 12 | 503 |
| met2 | 42 | 2210 |
| met1 | 40 | 19594 |
| li1 | - | 18320 |
==> through the flow <==
step / hold WS (ps) / worst slack [ps] / std cells
finish: 486 / 26080 / 5933
global route: 516 / 25700 / 5932
CTS: 490 / 26340 / 5932
detailed placement: 476 / 26400 / 5871
global placement: 468 / 25850 / 5869
floorplan: 428 / 28010 / 4861
==> worst reg2reg max path, delay by kind of cell (launching register included) <==
| kind | cells | cell delay (ps) |
|---|---|---|
| AND-OR/OR-AND | 13 | 4190 |
| buffers and inverters | 5 | 2040 |
| AND/OR/NAND/NOR | 5 | 1580 |
| flip-flops | 1 | 920 |
| XOR/XNOR | 2 | 400 |
| multiplexers | 2 | 1300 |
| adder cells (fa/ha/maj) | 1 | 360 |
Power is estimated from default activity; no workload was simulated.
